==> ./design.v <==
`timescale 1ns / 1ps
module twos_complement_adder(input[3:0]x,y,
input c_in,output [3:0]sum,
output c_out);
wire [3:0]t;
assign t=y^{4{c_in}};
assign {c_out,sum}=x+t+ c_in;
endmodule
==> ./run.sh <==
#!/bin/bash
# OpenROAD 26Q1-2900-gdf79404cd8, Yosys 0.63+post, stock flow scripts
make -C /OpenROAD-flow-scripts/flow DESIGN_CONFIG=/design/flow/config.mk WORK_HOME=/design/flow/orfs finish
==> ./config.mk <==
export PLATFORM = sky130hd
export DESIGN_NAME = twos_complement_adder
export DESIGN_NICKNAME = twos_complement_adder
export VERILOG_FILES = /design/flow/design.v
export SDC_FILE = /design/flow/constraint.sdc
export NUM_CORES = 4
export LEC_CHECK = 1
export CORE_AREA = 10 10 70 70
export DIE_AREA = 0 0 80 80
==> ./constraint.sdc <==
current_design twos_complement_adder

set clk_period 4.8
set clk_io_pct 0.2

create_clock -name clk0 -period $clk_period

set non_clock_inputs [all_inputs -no_clocks]
set_input_delay [expr $clk_period * $clk_io_pct] -clock clk0 $non_clock_inputs
set_output_delay [expr $clk_period * $clk_io_pct] -clock clk0 [all_outputs]
==> results.py <==
# Flow results
metrics = {
    "yosys": {
        "synth.area.top_cells": "xor2_1 (24%), ha_1 (21%), fa_1 (11%), mux2_4 (8.3%), nand4_1 (6.9%)",
        "ys_warn_count": 0,
        "yosys_area_um2": 180.2,
        "syn-cell-area_um2": 180.2,
        "synthTopLogicFamily": "adder cells",
        "synth-adder-area-share_pct": 31.94,
        "avgSynthCellArea_um2": 9.009,
        "xor_share_pct": 24.31,
        "common_cells": "xor2_1 (5), ha_1 (3), a21oi_1 (2), nand4_1 (2)",
        "top_area_share_pct": 24.31,
        "synth.area.mux_share_pct": 8.333,
        "postSynthCellCount": 20,
        "ys_cells": 20,
        "ys_sh_simple_pct": 20.14,
        "yosys.area_share.aoi_pct": 13.19,
        "synth_cell_types": 12,
        "ys_seq_share_pct": 0,
        "most_common_cell": "xor2_1",
        "yosys.area.top_type": "xor2_1",
    },
    "floorplan": {
        "top_level_ports": 14,
        "rows": 21,
        "fp_util_pct": 5.275,
        "die_area_mm2": 0.006400,
        "core-area_mm2": 0.003416,
        "die_h_um": 80,
        "die_width_um": 80,
    },
    "layout": {
        "syn_to_final_growth_pct": 109.7,
        "drive_above_1_share_pct": 2.941,
        "seq_area_um2": 0,
        "clock_buffers": 0,
        "seq_cells": 0,
    },
    "sta": {
        "rsz0062_at_grt": "no",
        "setup_tns_ns": 0,
        "slew_headroom_pct": 81.08,
        "finalHoldViolCount": 0,
        "layout_min_cycle_time_ns": 4.103,
        "worst_pin_slew_ns": 0.2798,
        "period_used_pct": 85.47,
        "setup_slack_ns": 0.6973,
        "drv_slew": 0,
        "setup_violations": 0,
        "fmaxAchievable_ghz": 0.2437,
    },
    "min_path": {
        "hold_end": "sum[0]",
        "min_from": "x[0]",
        "hold_class": "in2out",
        "whs_path_depth": 3,
    },
    "worst_setup_path": {
        "setup.worst_path.end_class": "primary output",
        "startpoint_type": "primary input",
        "worstSetupPathType": "in2out",
        "crit_fanout": 5,
        "worstPathArrival_ns": 3.14,
        "critPathRequiredTime_ns": 3.84,
    },
    "power": {
        "cellPowerDensity_mw_per_mm2": 136.4,
        "power.leakage_nw": 0.1341,
        "vdd_drop_max_mv": 0.04949,
    },
    "global_route": {
        "grt_usage_pct": 1.943,
        "grt_max_degree": 6,
        "antenna_found_initial": 0,
        "grt_pass1_wl_um": 1021,
        "overflow": 0,
        "grt_pass1_vias": 231,
    },
    "placement": {
        "gp_congestion": 0.6985,
        "numPortBuffers": 14,
        "preCtsSetupSlack_ns": 0.6893,
        "place_hpwl_um": 586.7,
    },
    "clock_network": {
        "cts_resized": 0,
        "cts_hold_buf": 0,
        "post_cts_buffers": 0,
    },
    "run": {
        "warnings": 32,
        "cap_violations": 0,
    },
    "drt": {
        "wl_um": 621,
        "vias": 207,
        "post_drt_via_cell_ratio": 2.588,
        "drc_errors": 0,
        "n_antenna_cell": 0,
        "ant_nets": 0,
        "first_iter_violations": 2,
        "routedWlPerCell_um": 7.763,
        "drtPass1Iterations": 4,
    },
    "run_status": {
        "outcome": "finished, final reports clean",
    },
}
[kinds of logic after synthesis]
kind of cell    Yosys count
simple gates              5
compound gates            4
fa+ha+maj                 4
xor+xnor                  5
mux                       1
buf+inv                   1
[cells in the final DEF, fill, tap and decap left out]
cell,Yosys,routed
a21oi_1,2,2
a31oi_1,1,1
clkdlybuf4s50_1,0,14
fa_1,1,1
ha_1,3,3
inv_1,1,1
mux2_4,1,1
nand4_1,2,2
nor3b_1,1,1
nor4b_1,1,1
o21bai_1,1,1
or4_1,1,1
xor2_1,5,5
[worst max-delay path by stage]
stage,from,end,slack [ns],depth (start not counted)
CTS,c_in,sum[3],0.68,7
finish,c_in,sum[3],0.70,7
global route,c_in,sum[3],0.52,7
[stage by stage]
step           util, %  hold slack [ns]  std cells  total power, W  cell area [µm²]
2_1_floorplan        -            1.945         20      0.00001920            180.2
3_3_place_gp     11.06            2.895         80      0.00005116            377.9
3_5_place_dp     11.06            2.891         80      0.00005261            377.9
4_1_cts          11.06            2.902         80      0.00005297            377.9
5_1_grt          11.06            2.921         80      0.00005783            377.9
6_report         11.06            2.891         80      0.00005154            377.9
[layout make-up]
class	count	area [µm²]
fill	414	3038
tap	46	57.56
inverter	1	3.754
multi-input combinational	19	176.4
timing repair buffer	14	140.1
[power by group]
| group | internal (W) | switching, W | total [W] |
|---|---|---|---|
| Sequential | 0 | 0 | 0 |
| Clock | 0 | 0 | 0 |
| Combinational | 0.0000330 | 0.0000185 | 0.0000515 |
| Total | 0.0000330 | 0.0000185 | 0.0000515 |
[routing by layer]
layer,part of all wire (%),up-vias,GRT usage (%)
met5,0,-,0
met4,0,0,0
met3,18,0,1.250
met2,30,15,2.488
met1,52,86,2.783
li1,-,106,-
[worst max-delay path: stages]
cell and delay [ns]:
clkdlybuf4s50_1 0.49, xor2_1 0.18, ha_1 0.31, inv_1 0.09
or4_1 0.52, nand4_1 0.11, clkdlybuf4s50_1 0.49
No activity file was given, so power comes from the tool's default toggle rates.
